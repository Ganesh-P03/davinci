[/design/flow/run.sh]
#!/bin/bash
# OpenROAD 26Q1-2900-gdf79404cd8, Yosys 0.63+post, stock flow scripts
make -C /OpenROAD-flow-scripts/flow DESIGN_CONFIG=/design/flow/config.mk WORK_HOME=/design/flow/orfs finish
[/design/flow/design.v]
module Extender (Inst, ImmSrc, Imm);
input [24:0] Inst;
input [2:0] ImmSrc;
output [31:0] Imm;
assign Imm = (ImmSrc == 3'b000)? {{20{Inst[24]}},Inst[24:13]}:  
             (ImmSrc == 3'b001)? {{20{Inst[24]}},Inst[0],Inst[23:18],Inst[4:1],1'b0}: 
             (ImmSrc == 3'b010)? {{20{Inst[24]}},Inst[24:18],Inst[4:0]}:   
             (ImmSrc == 3'b011)? {{11{Inst[24]}},Inst[24],Inst[12:5],Inst[13],Inst[23:14],1'b0}: 
             (ImmSrc == 3'b100)? {Inst[24:5],12'd0}: 0;  
endmodule
[/design/flow/constraint.sdc]
current_design Extender

set clk_period 2.4
set clk_io_pct 0.2

create_clock -name clk0 -period $clk_period

set non_clock_inputs [all_inputs -no_clocks]
set_input_delay [expr $clk_period * $clk_io_pct] -clock clk0 $non_clock_inputs
set_output_delay [expr $clk_period * $clk_io_pct] -clock clk0 [all_outputs]
[/design/flow/config.mk]
export PLATFORM = sky130hd
export DESIGN_NAME = Extender
export DESIGN_NICKNAME = Extender
export VERILOG_FILES = /design/flow/design.v
export SDC_FILE = /design/flow/constraint.sdc
export NUM_CORES = 4
export LEC_CHECK = 1
export CORE_AREA = 10 10 70 70
export DIE_AREA = 0 0 80 80
==> results.txt <==
yosys + openroad results -> Inserted Diodes 0, Worst Setup Start Kind input pin, Leak Pwr 0.545 nW, final RePlAce weighted congestion 0.763, Layout Utilization 34.9%, number of cell instances after yosys synthesis 72, cell family with the largest share of critical-path delay buffers and inverters, run status finished clean, fraction of the mapped netlist area in adder cells 0%, largest family of logic cells by area AND-OR/OR-AND gates, DP Cell Count 182, DRC violation total after the first TritonRoute iteration 46, Post-Synthesis Cell Area roughly 450 um2, Clock buffer cells 0, largest vdd supply drop between 0.07 and 0.08 mV, chip area 6400 um2, Setup TNS Final 0 ns, capturing element type of the critical path primary output, number of instances in the synthesized netlist 72, Avg Synthesized Cell Area 6.20 um2, Pwr Total 0.214 mW, Synth area leader a21o_1, # IOs 60, number of standard-cell rows in the floorplan 21, number of remaining DRC errors 0, floorplan core density between 10% and 20%, tool warnings 32, Via density 4.13, number of flip-flops and latches 0, antenna violations before repair 0, area reported by Yosys stat 447 um2, max-cap viol count 0, DIE HEIGHT roughly 80 um, normalized max-slew margin a little under nine tenths, Req. time, crit path 1.92 ns, vias in the first global route 860, Post-synth area hogs a21o_1 (18%), a21oi_1 (18%), mux2i_1 (13%), Hold WC Path Type in2out, register area share after synthesis 0%, leftover overflow at the end of global routing 0, most frequent cell on the critical path clkdlybuf4s50_1, hold_buf cts 0, tally of buffers added on design ports 60, DRT Pass-1 Iters 3, Complex Gates by Area between 50% and 60%, cell area power density 179 nW/um2, number of pins with negative max-slew slack in the final report 0, AND/OR/NAND/NOR Cells, Area Fraction about 22%, Crit-path slowest cell clkdlybuf4s50_1, type of the worst setup path in2out, remaining number of nets flagged by the antenna check after routing 0, post-synth top area share between 10% and 20%, all-layer global routing usage under 10%, share of the clock period used by the worst path after layout 95.4%, area growth from synthesis to layout 167%, area fraction in mux cells 13.4%, Data arrival, critical path 1.81 ns, Synth Area in XOR/XNOR 3.64%, maximum cell stage delay along the critical path 0.51 ns, minimum clock period 2.29 ns, ordered cell list for the critical path clkdlybuf4s50_1 > mux2i_1 > a211oi_1 > clkdlybuf4s50_1, sum of net half-perimeters after detailed placement roughly 2.1 mm, core region area 3420 um2, commonest cells after routing, fill and taps aside clkdlybuf4s50_1 (51), a21oi_1 (16), buf_4 (16), a21o_1 (11), Post-Route WL 2.50 mm, vias post-DR 764, final tally of setup violations 0, share of final-layout standard cells stronger than drive strength 1 16.5%, WL/cell between 10 and 15 um, fmax approximately 0.44 GHz, critical path buffer and inverter count 2, synth unique cells 16, number of endpoints with negative hold slack in the final report 0, wire length of the first global-routing pass 4.00 mm, Worst Tran Pin Value 0.210 ns, maximum fanout along the worst path 3, area of all sequential standard cells 0 um2, number of standard cells in the layout, taps in and fillers out ~190, Synth warnings 0, pin count of the biggest net entering global routing 12, top logic cell by instance count in the layout clkdlybuf4s50_1, DIE WIDTH approximately 80 um, unrepaired setup endpoints after global routing false
[cell families after synthesis]
family                    Yosys count
muxes                               6
buffers and inverters              10
xor gates and xnor gates            1
and+or+nand+nor                    18
AOI/OAI and AO/OA                  37
[layer usage]
| metal | GRT usage, % | part of all wire, % | wire length, um |
|---|---|---|---|
| met1 | 8.65 | 43 | 1090 |
| met2 | 12.2 | 42 | 1060 |
| met3 | 4.32 | 14 | 358 |
| met4 | 0 | 0 | 0 |
| met5 | 0 | 0 | 0 |
[cells in the mapped netlist]
master    instances
a211oi_1          1
a21o_1           11
a21oi_1          16
and2_0            1
and2_1            1
buf_1             1
buf_2             6
clkbuf_1          3
mux2i_1           6
nor2_1            5
nor2b_1           9
nor3_1            1
nor3b_1           1
o21ai_0           1
o22ai_1           8
xor2_2            1
[through the flow]
step           hold WS, ns  cell area [um2]  setup slack, ns
2_1_floorplan         1.02              447            0.764
3_3_place_gp          1.91             1160           -0.334
3_5_place_dp          1.91             1160           -0.336
4_1_cts               1.83             1200           0.0209
5_1_grt               1.68             1190          0.00378
6_report              1.63             1190            0.110
[path summary, 6_finish.rpt]
path	start	end	slack, ns	cells past startpoint
setup / recovery	Inst[13]	Imm[11]	0.11	4
hold / removal	ImmSrc[1]	Imm[19]	1.63	4
[area by class of cell]
cell class         instances  area, um2
fillers                  368       2220
multi-input cells         62        420
well taps                 46       57.6
repair buffers            77        716
[power by group]
part / internal, mW / switching (mW)
sequential: 0 / 0
combinational: 0.146 / 0.0675
clock: 0 / 0
[what timing repair did]
item                       4_1_cts  5_1_grt
pin swaps                        3        0
gates resized                   16        4
setup endpoints to repair       26       15
setup buffers                    3        0
No activity file was given, so power comes from the tool's default toggle rates.
