--- flow/run.sh ---
#!/bin/bash
# OpenROAD 26Q1-2900-gdf79404cd8, Yosys 0.63+post, stock flow scripts
make -C /OpenROAD-flow-scripts/flow DESIGN_CONFIG=/design/flow/config.mk WORK_HOME=/design/flow/orfs finish
--- flow/config.mk ---
export PLATFORM = sky130hd
export DESIGN_NAME = register_32bit
export DESIGN_NICKNAME = register_32bit
export VERILOG_FILES = /design/flow/design.v
export SDC_FILE = /design/flow/constraint.sdc
export NUM_CORES = 4
export LEC_CHECK = 1
export CORE_AREA = 10 10 109 109
export DIE_AREA = 0 0 119 119
--- flow/constraint.sdc ---
current_design register_32bit

set clk_period 1.0
set clk_io_pct 0.2

create_clock -name clk0 -period $clk_period [get_ports {clk}]

set non_clock_inputs [all_inputs -no_clocks]
set_input_delay [expr $clk_period * $clk_io_pct] -clock clk0 $non_clock_inputs
set_output_delay [expr $clk_period * $clk_io_pct] -clock clk0 [all_outputs]
--- flow/design.v ---
module DFlipFlop(clk, D, Q);
input clk; 
input D;  
output reg Q;
always @ (posedge clk)
begin
Q <= D;  
end
endmodule
module MUX2x1_1bit (a,b,s,y);
input a;
input b;
input wire s;
output y;
assign y=s?b:a;
endmodule
module register_1bit ( D, clk, Q, regwrite );
input D;
input clk;
input regwrite;
wire outp;
output Q;
MUX2x1_1bit m (.a(Q), .b(D), .s(regwrite), .y(outp));
DFlipFlop d (.D(outp), .Q(Q), .clk(clk));
endmodule
module register_32bit ( D, clk, Q, regwrite );
input [31:0] D;
input clk;
input regwrite;
output [31:0] Q;
genvar i;
generate 
for(i = 0;i < 32;i = i+1)
begin
register_1bit reg1 (.D(D[i]), .Q(Q[i]), .regwrite(regwrite), .clk(clk));
end 
endgenerate
endmodule
==> run_summary.xml <==
<?xml version="1.0" encoding="UTF-8"?>
<metrics>
  <group name="clock_network">
    <metric name="hold_buffer_count_at_cts" unit="">0</metric>
    <metric name="clkSinkCount" unit="">32</metric>
    <metric name="cts_tree" unit="">yes</metric>
    <metric name="clockBufferDepth" unit="">2</metric>
    <metric name="cts.htree.levels" unit="">2</metric>
    <metric name="cts_root_buffer" unit="">clkbuf_8</metric>
    <metric name="cts_inserted_buffers" unit="">5</metric>
    <metric name="cts.repair_timing.setup_buffer_count" unit="">0</metric>
    <metric name="cts.clk_slew.worst_paths" unit="ns">0.07</metric>
  </group>
  <group name="synthesis">
    <metric name="synth-cells-yosys" unit="">64</metric>
    <metric name="synth-async-reset-ratio" unit="%">0</metric>
    <metric name="synthesis.area_per_instance" unit="sq um">18.8</metric>
    <metric name="ys_ff" unit="">32</metric>
    <metric name="ys_warn_count" unit="">1</metric>
    <metric name="yosys.stat.chipArea" unit="sq um">1200</metric>
    <metric name="synthCells" unit="">64</metric>
    <metric name="netlist-cell-type-count" unit="">2</metric>
    <metric name="synth.top_cell.area_share" unit="%">80.0</metric>
    <metric name="synth-seq-area-share" unit="%">80.0</metric>
    <metric name="commonest_cells_post_synth" unit="">buf_4, edfxtp_1</metric>
    <metric name="post-synth-top-area-cell" unit="">edfxtp_1</metric>
    <metric name="number_of_enable_type_register_cells_in_the_synthesized_netlist" unit="">32</metric>
    <metric name="synthesis.area" unit="sq um">1200</metric>
    <metric name="ys_dominant_reg_cell" unit="">edfxtp_1</metric>
    <metric name="synth.area.top_cells" unit="">edfxtp_1, buf_4</metric>
  </group>
  <group name="layout">
    <metric name="largest_registers" unit="">genblk1.reg1.d.Q: 32 flops</metric>
    <metric name="area_delta_synth_final" unit="%">44.0</metric>
    <metric name="post_route_cells_drive_above_1_share" unit="%">39.0</metric>
    <metric name="largest_register_ffs" unit="">32</metric>
    <metric name="logic_area" unit="sq um">0</metric>
    <metric name="final_design_area_no_fill" unit="sq um">1730</metric>
    <metric name="logic_gates" unit="">0</metric>
    <metric name="registers.top_by_ff_count" unit="">genblk1.reg1.d.Q</metric>
  </group>
  <group name="min_path">
    <metric name="destination_of_the_worst_hold_path" unit="">genblk1[28].reg1.d.Q</metric>
    <metric name="worstHoldPathType" unit="">primary input to flip-flop</metric>
    <metric name="worstHoldStart" unit="">regwrite</metric>
    <metric name="worstHoldPathCells" unit="">2</metric>
  </group>
  <group name="detailed_routing">
    <metric name="diodes" unit="">0</metric>
    <metric name="drt-initial-drc-count" unit="">18</metric>
    <metric name="wirelength" unit="mm">2.97</metric>
    <metric name="final_antenna_net_count" unit="">0</metric>
    <metric name="routed-via-count" unit="">580</metric>
    <metric name="drt-pass1-iter-count" unit="">2</metric>
    <metric name="route.detailed.drc" unit="">0</metric>
    <metric name="wl_per_cell" unit="um">12.5</metric>
    <metric name="route.detailed.vias_per_inst" unit="">2.44</metric>
  </group>
  <group name="placement">
    <metric name="placed_area" unit="sq um">1820</metric>
    <metric name="gp_routability_congestion" unit="">0.695</metric>
    <metric name="i_o_buffers" unit="">65</metric>
  </group>
  <group name="setup_path">
    <metric name="cp-start-kind" unit="">flip-flop</metric>
    <metric name="worstPathArrival" unit="ns">0.78</metric>
    <metric name="cell_breakdown_of_the_critical_path" unit="">buf_2</metric>
    <metric name="endpoint_kind" unit="">output pin</metric>
    <metric name="worstPathMaxFanout" unit="">1</metric>
    <metric name="critical_path.slowest_cell" unit="">edfxtp_1</metric>
    <metric name="cp_top_family" unit="">flip-flops</metric>
    <metric name="worst-path-buf-inv" unit="">1</metric>
    <metric name="worst_ep_required_time" unit="ns">0.80</metric>
    <metric name="critPathKind" unit="">flip-flop to output pin</metric>
    <metric name="critPathMaxStageDelay" unit="ns">0.37</metric>
  </group>
  <group name="sta">
    <metric name="maxSlewViolCount" unit="">0</metric>
    <metric name="tightestPinTransition" unit="ns">0.130</metric>
    <metric name="layout_worst_path_cycle_share" unit="%">97.7</metric>
    <metric name="number_of_setup_violations_in_the_final_report" unit="">0</metric>
    <metric name="slew_headroom" unit="%">91.4</metric>
    <metric name="timing.final.crit_period" unit="ns">0.977</metric>
    <metric name="max_frequency" unit="MHz">1020</metric>
    <metric name="timing_hold_violations_final" unit="">0</metric>
    <metric name="grt_setup_unrepaired" unit="">yes</metric>
    <metric name="hold_ws" unit="ns">0.350</metric>
  </group>
  <group name="die">
    <metric name="core_util_at_fp" unit="%">12.5</metric>
    <metric name="die-height" unit="um">119</metric>
    <metric name="core_area" unit="sq um">9640</metric>
    <metric name="top_level_ports" unit="">66</metric>
    <metric name="chip_area" unit="sq um">14200</metric>
    <metric name="floorplan.die.width" unit="um">119</metric>
    <metric name="core.rowCount" unit="">36</metric>
  </group>
  <group name="grt">
    <metric name="maximum_number_of_pins_on_one_net_before_global_route_repair" unit="">16</metric>
    <metric name="grt_first_pass_wirelength" unit="mm">4.40</metric>
    <metric name="via_count_of_the_first_global_routing_pass" unit="">679</metric>
    <metric name="grt_util_all_layers" unit="%">4.15</metric>
    <metric name="gr-total-overflow" unit="">0</metric>
    <metric name="initial_antenna_violation_count" unit="">0</metric>
  </group>
  <group name="pwr">
    <metric name="cellLeakagePower" unit="uW">0.000628</metric>
    <metric name="power_density" unit="nW/um^2">1600</metric>
    <metric name="power.ir.vdd_worst" unit="V">0.000412</metric>
    <metric name="total_chip_power" unit="uW">2760</metric>
  </group>
  <group name="flow_run">
    <metric name="cap_viol_max_count" unit="">0</metric>
    <metric name="openroad.warnings" unit="">26</metric>
  </group>
  <group name="run_status">
    <metric name="run_status" unit="">complete, no violations</metric>
  </group>
</metrics>
-- area by class of cell --
class,count,area (sq um)
fillers,1062,7910
repair buffers,68,533
flip-flops and latches,32,961
clock buffers,5,68.8
well taps,133,166
-- timing repair --
| item | in CTS | in global routing |
|---|---|---|
| endpoints found under the setup margin | 32 | 17 |
| gates resized | 96 | 0 |
| pin swaps | 0 | 0 |
-- through the flow --
stage / util [%] / std cells / setup TNS, ns / setup WS [ns]
floorplan: - / 64 / 0 / 0.346
global placement: 18.9 / 233 / 0 / 0.00418
detailed placement: 18.9 / 233 / 0 / 0.00267
CTS: 17.9 / 238 / 0 / 0.00498
global route: 17.9 / 238 / -0.176 / -0.0251
finish: 17.9 / 238 / 0 / 0.0232
-- cells by family after synthesis --
kind of cell / synth area share [%]
flip-flops: 80.0
buffers and inverters: 20.0
-- cells in the final DEF, fill, tap and decap left out --
cell	instances
clkdlybuf4s50_1	32
buf_12	2
buf_2	33
clkbuf_8	5
buf_4	1
edfxtp_1	32
-- metal layers --
metal	wire, um	global-route usage, %	vias up
met1	1180	4.78	255
met3	405	2.93	3
met4	29	0.534	0
met5	0	0	-
met2	1350	6.36	47
li1	-	-	275
-- how the worst max path moves through the flow --
stage | from | to | slack, ns | cells after the start
5_1_grt | genblk1[28].reg1.d.Q | Q[28] | -0.03 | 1
6_report | genblk1[27].reg1.d.Q | Q[27] | 0.02 | 1
4_1_cts | genblk1[28].reg1.d.Q | Q[28] | 0.005 | 1
-- power breakdown --
| part | total (uW) | internal (uW) | switching [uW] |
|---|---|---|---|
| combinational | 255 | 189 | 66.6 |
| sequential | 1610 | 1590 | 21.6 |
| clock | 890 | 448 | 442 |
Power and IR drop assume default switching activity.
