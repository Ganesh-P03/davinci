==> flow/design.v <==
module ALU_Decoder (ALUOp, op_5, funct3, funct7_5, ALUControl);
input [1:0] ALUOp;
input op_5;
input [2:0] funct3;
input funct7_5;
output [2:0] ALUControl;
wire [1:0] op_5_funct7_5;
assign op_5_funct7_5 = {op_5, funct7_5};
assign ALUControl = (ALUOp == 2'b00)? 3'b000:  
                    (ALUOp == 2'b01)? 3'b001:  
                    (ALUOp == 2'b10 && funct3 == 3'b000 && op_5_funct7_5 == 2'b00)? 3'b000:  
                    (ALUOp == 2'b10 && funct3 == 3'b000 && op_5_funct7_5 == 2'b01)? 3'b000:  
                    (ALUOp == 2'b10 && funct3 == 3'b000 && op_5_funct7_5 == 2'b10)? 3'b000:  
                    (ALUOp == 2'b10 && funct3 == 3'b000 && op_5_funct7_5 == 2'b11)? 3'b001:  
                    (ALUOp == 2'b10 && funct3 == 3'b010)? 3'b101:  
                    (ALUOp == 2'b10 && funct3 == 3'b110)? 3'b011:  
                    (ALUOp == 2'b10 && funct3 == 3'b111)? 3'b010: 0;  
endmodule
module Instr_Decoder (op,ImmSrc);
input [6:0] op;
output [2:0] ImmSrc;
assign ImmSrc = (op == 7'b0000011)? 3'b000:  
                (op == 7'b0010011)? 3'b000:  
                (op == 7'b1100111)? 3'b000:  
               (op == 7'b1100011)? 3'b001:  
               (op == 7'b0100011)? 3'b010:  
               (op == 7'b1101111)? 3'b011:  
               (op == 7'b0110111)? 3'b100: 0;
endmodule
module Main_Decoder(
  input clk,
  input reset,
  input [6:0] opcode,
  input [2:0] funct3,
  output [1:0] ResultSrc,
  output [1:0] ALUOp,
  output [1:0] ALUSrcA,
  output [1:0] ALUSrcB,
  output RegWrite,
  output PCUpdate,
  output AddrSrc,
  output MemWrite,
  output IRWrite,
  output beq,
  output bne,
  output bge,
  output blt);
reg [3:0] state;
wire [3:0] nextstate;
parameter S0 = 4'b0000;
parameter S1 = 4'b0001;
parameter S2 = 4'b0010;
parameter S3 = 4'b0011;
parameter S4 = 4'b0100;
parameter S5 = 4'b0101;
parameter S6 = 4'b0110;
parameter S7 = 4'b0111;
parameter S8 = 4'b1000;
parameter S9 = 4'b1001;
parameter S10 = 4'b1010;
parameter S11 = 4'b1011;
parameter S12 = 4'b1100;
parameter S13 = 4'b1101;
parameter S14 = 4'b1110;
parameter S15 = 4'b1111;
initial begin
  state = S0;
end
  always @(negedge clk or posedge reset)
  begin
    if (reset)
      state = S0;
    else
      state = nextstate;
  end
assign nextstate = (state==S0)?S1:
                    (state==S1 && opcode== 7'b0000011)?S2: 
                    (state==S1 && opcode== 7'b0100011)?S2:  
                    (state==S1 && opcode== 7'b0110011)?S6:
                    (state==S1 && opcode== 7'b0010011)?S8:
                    (state==S1 && opcode== 7'b1101111)?S9:
                    (state==S1 && opcode== 7'b0110111)?S14:
                    (state==S1 && opcode== 7'b1100111)?S15:
                    (state==S1 && opcode== 7'b1100011 && funct3==3'b000)?S10:
                    (state==S1 && opcode== 7'b1100011 && funct3==3'b001)?S11:
                    (state==S1 && opcode== 7'b1100011 && funct3==3'b100)?S12:
                    (state==S1 && opcode== 7'b1100011 && funct3==3'b101)?S13:
                    (state==S1 && opcode== 7'b1100011)?S0:
                    (state==S1)?S0:
                    (state==S2 && opcode== 7'b0000011)?S3:
                    (state==S2 && opcode== 7'b0100011)?S5:
                    (state==S2)?S0:
                    (state==S2)?S3:
                    (state==S3)?S4:
                    (state==S4)?S0:
                    (state==S5)?S0:
                    (state==S6)?S7:
                    (state==S7)?S0:
                    (state==S8)?S7:
                    (state==S9)?S7:
                    (state==S10)?S0:
                    (state==S11)?S0:
                    (state==S12)?S0:
                    (state==S13)?S0:
                    (state==S14)?S7:
                    (state==S15)?S9:
                    S0;
assign AddrSrc = (state == S3 || state == S5) ? 1'b1 : 1'b0;
assign IRWrite = (state == S0 || reset == 1'b1) ? 1'b1 : 1'b0;
assign ALUSrcA = (state == S0) ? 2'b00 : 
                 (state == S2 || state == S6 || state == S8 || state == S10 || state == S11 || state == S12 || state == S13) ? 2'b10 : 
                 (state == S1 || state == S9) ? 2'b01 :
                 (state == S14) ? 2'b11 :
                 (state == S3 || state == S5 || state == S4) ? 2'b10 :
                 (state == S15) ? 2'b10:
                 (state == S7 && opcode == 7'b0110011) ? 2'b10 : 
                 (state == S7 && opcode == 7'b1101111) ? 2'b01 : 
                 (state == S7 && opcode == 7'b0010011) ? 2'b10 : 2'b00;
assign ALUSrcB = (state == S0 || state == S9) ? 2'b10 : 
                 (state == S1 || state == S2 || state == S8 || state == S14) ? 2'b01 :
                 (state == S6 || state == S10 || state == S11 || state == S12 || state == S13 )? 2'b00 : 
                 (state == S3 || state == S5 || state == S4) ? 2'b01 :
                 (state == S15) ? 2'b01:
                 (state == S7 && opcode == 7'b0110011) ? 2'b00 : 
                 (state == S7 && opcode == 7'b1101111) ? 2'b10 : 
                 (state == S7 && opcode == 7'b0010011) ? 2'b01 : 2'b10;
assign ALUOp = (state == S0 || state == S1 || state == S2 || state == S9 || state == S14) ? 2'b00 :
               (state == S6 || state == S8) ? 2'b10 :
               (state == S10 || state == S11 || state == S12 || state == S13)?  2'b01 : 
               (state == S3 || state == S5 || state == S4) ? 2'b00 :
                 (state == S15) ? 2'b00:
                 (state == S7 && opcode == 7'b0110011) ? 2'b10 : 
                 (state == S7 && opcode == 7'b1101111) ? 2'b00 : 
                 (state == S7 && opcode == 7'b0010011) ? 2'b10 : 2'b00;
assign ResultSrc = (state == S4) ? 2'b01 : 
                    (state == S0)? 2'b10 : 
                    (state == S3 || state == S5 || state ==S7 || state == S9 || state ==S10 || state ==S11 || state ==S12 || state == S13 )? 2'b00 : 
                    2'b10;
assign RegWrite = (state == S4 || state == S7) ? 1'b1 : 1'b0;
assign PCUpdate = (state == S0 || state == S9) ? 1'b1 : 1'b0;
assign MemWrite = (state == S5) ? 1'b1 : 1'b0;
assign beq = (state == S10) ? 1'b1 : 1'b0;
assign bne = (state == S11) ? 1'b1 : 1'b0;
assign bge = (state == S13) ? 1'b1 : 1'b0;
assign blt = (state == S12) ? 1'b1 : 1'b0;
endmodule
module control_unit(
  input [31:0] instr,
  input reset, zero, overflow, carry, negative, clk,
  output PCWrite,
  output [1:0] ResultSrc,
  output [1:0] ALUSrcA,
  output [1:0] ALUSrcB,
  output RegWrite,
  output AddrSrc,
  output MemWrite,
  output IRWrite,
  output [2:0] ALUControl,
  output [2:0] ImmSrc
);
wire [6:0] opcode = instr[6:0];
wire [2:0] funct3 = instr[14:12];
wire [7:0] funct7 = instr[31:25];
wire opcode_5 = opcode[5];
wire funct7_5 = funct7[5];
wire AddrSrc_MainDecoder;
wire MemWrite_MainDecoder;
wire [1:0] ALUOp;
wire PCUpdate;
wire beq, bne, blt, bge;
Main_Decoder mainDecoder (
  .clk(clk),
  .reset(reset),
  .opcode(opcode),
  .funct3(funct3),
  .ResultSrc(ResultSrc),
  .ALUSrcA(ALUSrcA),
  .ALUOp(ALUOp),
  .ALUSrcB(ALUSrcB),
  .RegWrite(RegWrite),
  .PCUpdate(PCUpdate),
  .AddrSrc(AddrSrc_MainDecoder),
  .MemWrite(MemWrite_MainDecoder),
  .IRWrite(IRWrite),
  .beq(beq),
  .bne(bne),
  .blt(blt),
  .bge(bge)
);
ALU_Decoder aluDecoder (
  .ALUOp(ALUOp),
  .op_5(opcode_5),
  .funct3(funct3),
  .funct7_5(funct7_5),
  .ALUControl(ALUControl)
);
Instr_Decoder instrDecoder (.op(opcode), .ImmSrc(ImmSrc));
wire beq_1 = zero & beq;
wire bne_1 = (~zero) & bne;
wire blt_1 = (overflow ^ negative) & blt;
wire bge_1 = ~(overflow ^ negative) & bge;
assign PCWrite = ((reset) | PCUpdate | (blt_1 | (bge_1 | (beq_1 | bne_1))));
  assign AddrSrc = (reset) ? 1'b0 : AddrSrc_MainDecoder;
  assign MemWrite = (reset) ? 1'b0 : MemWrite_MainDecoder;
endmodule
==> flow/run.sh <==
#!/bin/bash
# OpenROAD 26Q1-2900-gdf79404cd8, Yosys 0.63+post, stock flow scripts
make -C /OpenROAD-flow-scripts/flow DESIGN_CONFIG=/design/flow/config.mk WORK_HOME=/design/flow/orfs finish
==> flow/config.mk <==
export PLATFORM = sky130hd
export DESIGN_NAME = control_unit
export DESIGN_NICKNAME = control_unit
export VERILOG_FILES = /design/flow/design.v
export SDC_FILE = /design/flow/constraint.sdc
export NUM_CORES = 4
export LEC_CHECK = 1
export CORE_AREA = 10 10 74 74
export DIE_AREA = 0 0 84 84
==> flow/constraint.sdc <==
current_design control_unit

set clk_period 2.2
set clk_io_pct 0.2

create_clock -name clk0 -period $clk_period [get_ports {clk}]

set non_clock_inputs [all_inputs -no_clocks]
set_input_delay [expr $clk_period * $clk_io_pct] -clock clk0 $non_clock_inputs
set_output_delay [expr $clk_period * $clk_io_pct] -clock clk0 [all_outputs]
==> impl_metrics.toml <==
# physical design summary
[worst_hold_path]
hold_path_depth = 4
hold_path_class = "reg2reg"
timing.hold.worst.start = "mainDecoder.state[2]"
worst_hold_endpoint = "mainDecoder.state[1]"

[cells_and_area]
finish.instance_area_um2 = 2349
final_cell_mix = "buf_4, buf_6, buf_2, nand2b_4"
final_layout_size_suffix_gt1_share_pct = 73.31
most_common_library_cell_in_the_layout_ignoring_fill_and_taps = "buf_4"
largest_register_ffs = 4
area_growth_syn_to_layout_pct = 198.9

[power_and_ir_drop]
power.density_nw_per_um2 = 618.7
irDropWorstVdd_v = 0.0002689
cellLeakagePower_nw = 1.093

[logic_synthesis]
synth-edff-count = 0
number_of_register_bits_inferred_by_synthesis = 4
ys_warn_count = 1
synthesis.instances = 114
synth.distinct_cells = 44
yosys.stat.chipArea_um2 = 785.8
yosys_most_used_dff = "dfrtn_1"
ys_cells = 114
seq_area_frac_synth_pct = 12.74
synth.avg_cell_area_um2 = 6.893
ys_async_sr_fraction_pct = 100.0
mappedNetlistArea_um2 = 785.8

[timing]
rel_slew_slack_pct = 81.12
setup_violations = 18
tightest_slew_ns = 0.2820
setup_slack_ns = -0.9131
finalHoldViolations = 0
clock-skew-final_ns = 0.0009052
rsz0062_at_grt = "true"
drv_slew = 0

[clock_network]
cts_buffers = 3
cts_tree = "yes"
tritoncts_num_sinks = 4
cell_chosen_for_the_clock_root = "clkbuf_8"
holdBufCountCts = 0
clock_insertion_delay_worst_skew_ns = 0.24
clockBufferDepth = 2
cts.clk_slew.worst_paths_ns = 0.03
cts_max_level = 1

[detailed_routing]
route.detailed.wl_per_inst_um = 17.27
final_antenna_net_count = 0
detail_route.vias_per_cell = 5.168
drt_first_pass_iters = 4
vias = 1478
insertedDiodeCount = 0
drc_errors = 0
wirelength_mm = 4.938
first_iter_violations = 72

[status]
result_of_the_run = "complete, but fails checks"
failing_checks = "negative setup slack"

[critical_path]
endpoint_arrival_time_on_the_critical_path_ns = 2.67
slowest_library_cell_on_the_worst_path = "dfrtn_1"
worst_setup_path_end_kind = "output port"
required_time_of_the_critical_path_ns = 1.76
worst_path_most_repeated_cell = "buf_6"
path_class = "reg2out"
r2r_start = "mainDecoder.state[1]"
worst_r2r_endpoint = "mainDecoder.state[2]"
crit_chain = "buf_6, buf_6, nor3_4, a31oi_4, nor4b_2, buf_2"
cp_slowest_stage_delay_ns = 0.37
reg2reg_path_depth = 8
worst-r2r-setup-slack_ns = 0.12
cp_max_fo = 3
timing.critical_path.from_type = "register"

[placed_design]
place.port_buffers = 32
dp_slack_ns = -0.9602
globalplace.congestion = 0.9193
detailed_place.area_um2 = 1524
place.detailed.hpwl_mm = 2.612

[global_routing]
first_pass_grt_wire_length_mm = 7.417
grt_start_max_net_pins = 9
number_of_global_route_vias_before_repair = 1469
grt_antenna_before_repair = 0
grt.overflow.total = 0
grt.total_usage_pct = 12.14

[die]
die-width_um = 84
placementRows = 23
dieHeight_um = 84
core_util_floorplan_pct = 19.79
io-pin-count = 55
core_area_um2 = 3971
design.die.area_um2 = 7056

[flow_run]
max_cap_violations = 0
log.warning_count = 50
## Yosys cell counts, types with 3 or more instances
cell type / instances / area, um^2
nor2_1: 10 / 37.54
inv_1: 3 / 11.26
nand3_1: 3 / 15.01
o22ai_1: 3 / 18.77
nand2b_1: 7 / 43.79
o21ai_1: 3 / 15.01
nor2b_1: 7 / 43.79
a31oi_1: 4 / 25.02
nor3_1: 6 / 30.03
clkbuf_1: 7 / 26.28
a21oi_1: 6 / 30.03
dfrtn_1: 4 / 100.1
and3_1: 3 / 18.77
nand2_1: 9 / 33.78
## per-stage QoR
stage / setup TNS (ns) / utilization (%) / std cells / power [mW] / hold slack [ns]
floorplan: -4.776 / - / 114 / 0.4293 / 0.5588
global placement: -16.98 / 38.37 / 236 / 0.7438 / 0.8460
detailed placement: -16.89 / 38.37 / 236 / 0.7406 / 0.8300
CTS: -10.38 / 53.88 / 275 / 1.241 / 0.8902
global route: -12.25 / 59.14 / 286 / 1.530 / 1.034
finish: -11.34 / 59.14 / 286 / 1.453 / 1.004
## worst max-delay path: cells and delay by family, from the launching register on
kind / cells / cell delay [ns]
buffers and inverters: 3 / 0.39
flip-flops: 1 / 0.37
AND-OR/OR-AND: 1 / 0.06
AND/OR/NAND/NOR: 2 / 0.50
## power by group
part | switching [mW] | internal, mW
Combinational | 0.500 | 0.693
Clock | 0.0393 | 0.117
Sequential | 0.0148 | 0.0887
## repair_timing
action / 4_1_cts / 5_1_grt
gates resized: 166 / 29
setup buffers: 37 / 13
hold endpoints to repair: 0 / 0
pin swaps: 28 / 17
gates cloned: 0 / 0
endpoints found under the setup margin: 21 / 19
## cell families after synthesis
logic type             Yosys count  share of synthesized area [%]
AND-OR/OR-AND                   37                          32.80
XOR/XNOR                         2                          2.230
buffers and inverters           12                          6.847
flip-flops                       4                          12.74
AND/OR/NAND/NOR                 59                          45.38
## how the worst max path moves through the flow
stage | start | end | slack, ns | cells after the start
CTS | mainDecoder.state[0] | ALUControl[2] | -0.88 | 6
global route | mainDecoder.state[0] | ALUControl[2] | -1.01 | 6
finish | mainDecoder.state[0] | ALUControl[2] | -0.91 | 6
## routing by layer
layer	vias up	wire, um	GRT usage [%]
met1	711	2209	16.90
met2	71	2231	18.75
met5	-	0	0
li1	691	-	-
met4	0	55	1.826
met3	5	441	2.953
## layout make-up
| type | count | area (um^2) |
|---|---|---|
| clock buffers | 3 | 41.29 |
| well taps | 50 | 62.56 |
| flip-flops and latches | 4 | 100.1 |
| fillers | 297 | 1623 |
| inverters | 3 | 11.26 |
| repair buffers | 128 | 1151 |
| multi-input cells | 98 | 982.2 |
Power is estimated from default activity; no workload was simulated.
