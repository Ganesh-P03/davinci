$ cat /design/flow/run.sh
#!/bin/bash
# OpenROAD 26Q1-2900-gdf79404cd8, Yosys 0.63+post, stock flow scripts
make -C /OpenROAD-flow-scripts/flow DESIGN_CONFIG=/design/flow/config.mk WORK_HOME=/design/flow/orfs finish
$ cat /design/flow/config.mk
export PLATFORM = sky130hd
export DESIGN_NAME = register_32bit_neg
export DESIGN_NICKNAME = register_32bit_neg
export VERILOG_FILES = /design/flow/design.v
export SDC_FILE = /design/flow/constraint.sdc
export NUM_CORES = 4
export LEC_CHECK = 1
export CORE_AREA = 10 10 98 98
export DIE_AREA = 0 0 108 108
$ cat /design/flow/constraint.sdc
current_design register_32bit_neg

set clk_period 1.0
set clk_io_pct 0.2

create_clock -name clk0 -period $clk_period [get_ports {clk}]

set non_clock_inputs [all_inputs -no_clocks]
set_input_delay [expr $clk_period * $clk_io_pct] -clock clk0 $non_clock_inputs
set_output_delay [expr $clk_period * $clk_io_pct] -clock clk0 [all_outputs]
$ cat /design/flow/design.v
module register_32bit_neg ( D, clk, Q );
input [31:0] D;
input clk;
output reg [31:0] Q;
always @(negedge clk) begin
    Q<=D;
end
endmodule
==> out/metrics.yaml <==
status: "complete, but fails checks"
violations: "setup timing"
slowest_stage: "dfxtp_2"
grt_overflow: 0
fillerInstances: 825
area_leaders: "dfxtp_1 99%, inv_1 0.58%"
drive_gt1_share_pct: 31.6
drc_errors: 0
path_delay_family: "flip-flops"
synth.distinct_cells: 2
first_iter_violations: 2
required_ns: 0.80
fin_area_um2: 1490
post_drt_wl_per_cell_um: 9.01
place_area_um2: 1410
p_leak_nw: 0.754
ys_cells: 33
vias: 592
cts_htree_levels: 2
relSlewSlack_pct: 95.4
hold_viol_final: 0
clockBufferDepth: 2
num_io_pins: 65
cp_slowest_stage_delay_ns: 0.30
yosys-stat-area_um2: 644
ys.warnings.count: 1
tool_warnings: 59
ys_ff: 32
drt_pass1_iterations: 4
crit_chain: "buf_2"
initCoreUtil_pct: 8.43
met1_length_um: 901
regMostFlops: "Q"
cts_sinks: 32
hold_class: "in -> reg"
vias_per_cell: 2.49
grt_start_max_net_pins: 11
die_w_um: 108
cts_setup_buffers: 0
reg.largest.list: "Q x32"
cts-root-buf: "clkbuf_8"
rsz0062_at_grt: "yes"
powerDensity_nw_per_um2: 2140
cts_tree: "built"
ys_seq_share_pct: 99.4
start_kind: "flip-flop"
synth_cells: 33
dieArea_um2: 11700
critPathCaptureType: "output pin"
numCtsBuffers: 5
dr.max_layer_used: "met3"
grt_pass1_wl_mm: 3.05
path_clk_slew_ns: 0.04
die_y_um: 108
met3_length_um: 637
synth.top_cell.area_share_pct: 99.4
core_area_um2: 7650
grt_usage_pct: 3.39
wirelength_mm: 2.14
io_buffers: 64
setup_ws_ns: -0.441
ir_drop_v: 0.000817
grt_pass1_vias: 701
postCtsHoldBufs: 0
hold_depth: 1
maxCapViolCount: 0
antenna_found_initial: 0
place.gp.congestion: 0.727
path_buffers: 1
syn-mean-instance-area_um2: 19.5
area_delta_synth_final_pct: 131
mi_logic_area_um2: 0
final_antenna_net_count: 0
power.total_mw: 3.19
routed-wl-met2_um: 606
slew_viol_final: 0
crit_type: "reg -> out"
worstMarginPinSlew_ns: 0.0688
n_antenna_cell: 0
worstPathMaxFanout: 1
path_depth: 1
comb_cells: 0
largest_area_cell: "dfxtp_1"
syn-cell-area_um2: 644
largest_reg_flops: 32
setup_violations: 32
row_count: 32
arrival_ns: 1.24
## worst paths after layout
kind	startpoint	to	slack [ns]
worst max-delay path	Q[9]$_DFF_N_	Q[9]	-0.44
worst min-delay path	D[9]	Q[9]$_DFF_N_	0.80
## power breakdown
group / switching, mW / total (mW) / leakage [nW] / internal, mW
Combinational: 0.0261 / 0.177 / 0.253 / 0.151
Sequential: 0.0140 / 1.37 / 0.270 / 1.36
Clock: 0.743 / 1.65 / 0.230 / 0.903
## repair_timing
item / 4_1_cts / 5_1_grt
pin swaps: 0 / 0
gates resized: 101 / 2
setup endpoints to repair: 32 / 32
cloned: 0 / 0
## stage by stage
step / std cells / setup TNS (ns) / util (%) / hold WS, ns / setup WS [ns]
after floorplan: 33 / 0 / - / 0.728 / 0.0385
after global placement: 199 / -21.53 / 18.5 / 1.15 / -0.496
after detailed placement: 199 / -21.49 / 18.5 / 1.15 / -0.485
after CTS: 238 / -14.06 / 19.4 / 0.786 / -0.459
after global routing: 238 / -14.75 / 19.5 / 0.785 / -0.487
final: 238 / -13.44 / 19.5 / 0.799 / -0.441
## per-layer routing
| layer | up-vias | GRT usage [%] |
|---|---|---|
| met5 | - | 0 |
| met4 | 0 | 1.72 |
| met3 | 0 | 5.48 |
| met2 | 66 | 3.15 |
| met1 | 224 | 3.27 |
| li1 | 302 | - |
## logic make-up (layout without fill, tap and decap cells)
family	count (synthesis)	count (layout)	share of synthesized area [%]
buffers and inverters	1	104	0.582
DFF	32	32	99.4
## cell usage after synthesis
cell      n
inv_1     1
dfxtp_1  32
## cell type report
cell class / instances / area, um2 / area share (%)
timing repair buffer: 64 / 487 / 32.7
sequential: 32 / 646 / 43.4
clock buffer: 5 / 68.8 / 4.62
tap: 102 / 128 / 8.57
clock inverter: 35 / 160 / 10.8
## cells in the final DEF, fill, tap and decap left out
cell / instances
inv_1: 33
clkdlybuf4s50_1: 32
buf_2: 31
dfxtp_1: 28
clkbuf_8: 5
dfxtp_2: 4
inv_4: 1
bufinv_16: 1
buf_6: 1
Power and IR drop assume default switching activity.
