### design/flow/config.mk
export PLATFORM = sky130hd
export DESIGN_NAME = ALU_RISCv
export DESIGN_NICKNAME = ALU_RISCv
export VERILOG_FILES = /design/flow/design.v
export SDC_FILE = /design/flow/constraint.sdc
export NUM_CORES = 4
export LEC_CHECK = 1
export CORE_UTILIZATION = 40
### design/flow/design.v
module ALU_RISCv ( A,B,sel,ALUOut,Zero,Negative,Carry,Overflow);
input [31:0] A;
input [31:0] B;
input [2:0] sel;
output [31:0] ALUOut;
output Zero,Negative,Carry,Overflow;
wire [31:0] sum, Anot, Bnot, mux1, mux2,and1,or1,extended;
wire Cout,xor1,xnor1;
add_sub  as1 ( .a(A), .b(B), .k(sel[0]), .o(sum), .carry(Cout));
NOT_32bit n1 ( .in(A), .out(Anot));
MUX2x1_32bit m1( .a(A), .b(Anot), .s(sel[0]), .y(mux1));
NOT_32bit n2 ( .in(B), .out(Bnot));
MUX2x1_32bit m2 ( .a(B), .b(Bnot), .s(sel[0]), .y(mux2));
bitwiseAND ba ( .a(mux1), .b(mux2), .out(and1));
NOT_32bit n3 ( .in(and1), .out(or1));
XOR_1bit_2inp x1 ( .i1(A[31]), .i2(sum[31]), .o(xor1));
XNOR_1bit_3inp x2 ( .i1(A[31]), .i2(B[31]), .i3(sel[0]), .o(xnor1));
AND_1bit_3inp a1 ( .i1( ~ sel[1]), .i2(xor1), .i3(xnor1), .o(Overflow));
AND_1bit_2inp a2 ( .i1( ~ sel[1]), .i2(Cout), .o(Carry));
XOR_1bit_2inp x3 ( .i1(sum[31]), .i2(Overflow), .o(xor2));
zero_extender ze1 ( .inp(xor2), .out(extended));
MUX8x1_32bit m3 (.i0(sum),.i1(sum), .i2(and1), .i3(or1), .i4(32'b0), .i5(extended), .i6(32'b0), .i7(32'b0), .sel(sel), .o(ALUOut));
assign Zero = (ALUOut == 32'b0);
assign Negative = ALUOut[31];
endmodule
module XOR_1bit_2inp(i1,i2,o);
input i1, i2;
output o;
assign o = i1 ^ i2;
endmodule
module XNOR_1bit_3inp(i1,i2,i3,o);
input i1, i2, i3;
output o;
assign o = ~ (i1 ^ i2 ^ i3);
endmodule
module AND_1bit_3inp(i1,i2,i3,o);
input i1, i2, i3;
output o;
assign o = i1 & i2 & i3;
endmodule
module AND_1bit_2inp(i1,i2,o);
input i1, i2;
output o;
assign o = i1 & i2;
endmodule
module MUX2x1_32bit (a,b,s,y);
input [31:0]a;
input [31:0]b;
input wire s;
output [31:0]y;
assign y=s?b:a;
endmodule
module MUX4x1_32bit (
  input [31:0] i0,
  input [31:0] i1,
  input [31:0] i2,
  input [31:0] i3,
  input [1:0] sel,
  output [31:0] o
);
assign o = (sel==2'b00)?i0:
           (sel==2'b01)?i1:
           (sel==2'b10)?i2:
           (sel==2'b11)?i3:32'b0;
endmodule
module MUX8x1_32bit (
  input [31:0] i0,
  input [31:0] i1,
  input [31:0] i2,
  input [31:0] i3,
  input [31:0] i4,
  input [31:0] i5,
  input [31:0] i6,
  input [31:0] i7,
  input [2:0] sel,
  output reg [31:0] o
);
wire [31:0] m0, m1, m2, m3;
MUX4x1_32bit mux0 (.i0(i0), .i1(i1), .i2(i2), .i3(i3), .sel(sel[1:0]), .o(m0));
MUX4x1_32bit mux1 (.i0(i4), .i1(i5), .i2(i6), .i3(i7), .sel(sel[1:0]), .o(m1));
MUX2x1_32bit mux2 (.a(m0), .b(m1), .s(sel[2]), .y(m2));
assign o = m2;
endmodule
module NOT_32bit (
  input [31:0] in,
  output [31:0] out
);
assign out = ~in;
endmodule
module add_sub (a, b, k, o , carry);
input [31:0] a, b;
input k;
output [31:0] o;
output carry;
wire [31:0] temp;
wire [32:0] c;
assign c[0] = k;
genvar i;
generate
for(i = 0;i < 32;i = i + 1)
begin
assign temp[i] = b[i] ^ k;
end
endgenerate
genvar j;
generate
for(j = 0;j<=31;j = j + 1)
begin
fulladder fa1 (.a(a[j]), .b(temp[j]), .Cin(c[j]), .sum(o[j]), .Cout(c[j+1]));
end
endgenerate
assign carry = c[32];
endmodule
module bitwiseAND (a,b,out);
input [31:0] a,b;
output [31:0] out;
genvar i;
generate
for(i=0;i<32;i=i+1)
begin
and a1 (out[i],b[i],a[i]);
end
endgenerate
endmodule
module fulladder(input a, b, Cin, output sum, Cout);
  assign sum = a ^ b ^ Cin;
  assign Cout = (a & b) | (b & Cin) | (a & Cin);
endmodule
module zero_extender (
  input [0:0] inp,
  output [31:0] out
);
assign out = {{31{1'b0}}, inp};
endmodule
### design/flow/constraint.sdc
current_design ALU_RISCv

set clk_period 24.3
set clk_io_pct 0.2

create_clock -name clk0 -period $clk_period

set non_clock_inputs [all_inputs -no_clocks]
set_input_delay [expr $clk_period * $clk_io_pct] -clock clk0 $non_clock_inputs
set_output_delay [expr $clk_period * $clk_io_pct] -clock clk0 [all_outputs]
### design/flow/run.sh
#!/bin/bash
# OpenROAD 26Q1-2900-gdf79404cd8, Yosys 0.63+post, stock flow scripts
make -C /OpenROAD-flow-scripts/flow DESIGN_CONFIG=/design/flow/config.mk WORK_HOME=/design/flow/orfs finish
==> flow_summary.toml <==
# implementation run metrics
[placed_design]
postPlaceCellArea_sq_mm = 0.002902
place_ws_ps = -581.3
gp_congestion = 0.8645
numPortBuffers = 103
dpl.hpwl_mm = 3.910

[synthesis]
top_area_share_pct = 33.29
synth_area_per_cell_sq_um = 7.933
synth_warnings = 2
yosysChipArea_sq_mm = 0.001864
yosys-stat-cells = 235
largest_area_cell = "fa_1"
seq_area_frac_synth_pct = 0
syn_inst = 235
top_cells_by_area = "fa_1, a311oi_1, xor2_1"
syn-cell-area_sq_mm = 0.001864
yosysUniqueCellTypes = 27

[flow_run]
max_cap_viol_count = 0
warnings = 33

[timing]
layout_setup_ws_ps = 632.4
hold_viol_final = 0
setup_viol = 0
worstMarginPinSlew_ps = 651.4
maxSlewHeadroom_pct = 56.57
tns_ps = 0
fin_crit_ps = 23670
max_freq_mhz = 42.25
fin_crit_sh_pct = 97.40
rsz0062_at_grt = "false"
slew_violations = 0

[final_layout]
syn2layout_area_growth_pct = 59.66
seq_area_sq_um = 0
final_layout_size_suffix_gt1_share_pct = 11.89
logic_area_sq_mm = 0.001794
final_util_pct = 67.43
clockBufferCount = 0
fin_area_sq_mm = 0.002977
ff_count = 0
n_fill_cell = 371

[setup_path]
cp_top_family = "adder cells"
crit_path_max_fanout = 3
end_kind = "primary output"
path_buffers = 3
required_ps = 19440
crit_arrival_ps = 18810
start_kind = "input port"
cpMaxStageDelayCell = "fa_1"
cp_common_cell = "fa_2"
worst-setup-path-type = "in2out"
cp_slowest_stage_delay_ps = 510

[pwr]
power_leakage_nw = 1.052
finalPower_uw = 74.58
p_per_area_mw_per_mm2 = 25.05
vdd_drop_max_mv = 0.01236

[grt]
grt_pass1_vias = 1871
antenna_found_initial = 0
grt_use_total_pct = 21.79
grt_pass1_wl_mm = 8.652
grt_max_degree = 68
gr-total-overflow = 0

[die]
chipArea_sq_mm = 0.004938
rows = 24
die_w_microns = 70.27
fp_util_pct = 42.23
pin_count = 103
core-area_sq_mm = 0.004414
fp.dieH_microns = 70.27

[min_path]
hold_path_depth = 5
worstHoldPathType = "in2out"
min_from = "sel[0]"
worstHoldEndpoint = "ALUOut[2]"

[run_status]
status = "finished clean"

[detailed_routing]
routed_via_density = 5.358
wl_mm = 5.012
n_antenna_cell = 0
via_count = 2036
drtPass1Iterations = 6
drtIter0Drc = 70
ant_nets = 0
wl_per_cell_microns = 13.19
drc_errors = 0

[clock_tree]
post_cts_buffers = 0
-- through the flow --
stage,hold slack (ps),instances
after floorplan,9737,235
after global placement,10580,380
after detailed placement,10580,380
after CTS,10590,380
after global routing,10640,380
final,10590,380
-- cells by family after synthesis --
family	after synthesis	synth area share (%)
simple gates	81	18.99
compound gates	68	25.37
xor+xnor	31	14.56
fa+ha+maj	31	33.29
buf+inv	24	7.785
-- power breakdown --
| part | switching (mW) | internal (mW) |
|---|---|---|
| logic | 0.0322 | 0.0424 |
| registers | 0 | 0 |
| clock network | 0 | 0 |
| total | 0.0322 | 0.0424 |
-- metal layers --
layer,up-vias,part of all wire (%),GRT usage [%]
li1,1032,-,-
met4,0,0,0
met3,0,7.5,3.212
met1,925,47,36.48
met5,-,0,0
met2,79,45,33.23
-- final cells by class --
cell class	count	area share, %
inverters	3	0.3783
multi-input cells	211	60.28
well taps	52	2.186
repair buffers	114	37.16
-- synthesized netlist by cell type --
cell type   n
o21bai_1    2
or4_1       1
buf_4       7
inv_1       3
o21ai_1    14
a311o_1     1
o21ai_0    16
or3b_1      1
xnor2_1     1
nor4_2      1
buf_2      11
a21oi_1     2
nand3b_1    2
fa_1       31
nor2_1     32
nor4_1      6
xor2_1     30
a311oi_1   31
o21a_1      1
nand3_1     1
nor2b_1     2
nor3_1      1
nand2_1    33
buf_6       2
clkbuf_1    1
nand4_1     1
o21ai_2     1
-- worst max-delay path by stage --
stage | startpoint | end | slack [ps] | depth (start not counted)
after global routing | B[0] | Zero | 40 | 41
after CTS | B[1] | Zero | 20 | 40
final | B[0] | Zero | 630 | 41
-- timing repair --
item | 4_1_cts | 5_1_grt
setup endpoints to repair | 5 | 4
pin swaps | 0 | 3
hold buffers | 0 | 0
gates resized | 13 | 12
-- cell usage in the layout (no fill, tap or decap) --
master / count
o21ai_1: 14
nor2_1: 32
nor3_1: 1
o21ai_2: 1
nand2_1: 33
nor4_4: 1
o21ai_0: 16
buf_2: 1
nor2b_1: 2
a311o_1: 1
clkdlybuf4s50_1: 101
or3b_1: 1
buf_4: 12
o21bai_1: 2
xnor2_2: 1
nor4_1: 6
a311oi_1: 31
o21a_1: 1
xor2_1: 30
fa_2: 22
inv_1: 3
nand3_1: 1
a21oi_1: 2
nand4_1: 1
or4_4: 1
fa_1: 9
nand3b_1: 2
-- tightest hold or removal path, delay by kind of cell --
kind,cells,cell delay (ps)
and+or+nand+nor,1,60
buffers and inverters,3,700
AOI/OAI and AO/OA,1,100
Power is estimated from default activity; no workload was simulated.
