==> design/flow/design.v <==
(*DONT_TOUCH = "true"*)
module reg_file ( rs1, rs2, rd, reset,regwrite, wd3, clk, rd1, rd2); 
input [4:0] rs1;
input [4:0] rs2;
input [4:0] rd;
input regwrite;
input [31:0] wd3;
input clk;
input reset;
output [31:0] rd1;
output [31:0] rd2;
(*DONT_TOUCH = "true"*)
reg [31:0] register[31:0];
integer i;
initial
begin
    for(i=0; i<32; i=i+1)
        register[i] = 0;
end
integer j;
always @(posedge clk)
begin
    if(reset)
        begin
            for(j=0; j<32; j=j+1)
                register[j] <= 0;
        end
    else if(regwrite)
        register[rd] <= wd3;
end
assign rd1 = register[rs1];
assign rd2 = register[rs2];
endmodule
==> design/flow/run.sh <==
#!/bin/bash
# OpenROAD 26Q1-2900-gdf79404cd8, Yosys 0.63+post, stock flow scripts
make -C /OpenROAD-flow-scripts/flow DESIGN_CONFIG=/design/flow/config.mk WORK_HOME=/design/flow/orfs finish
==> design/flow/config.mk <==
export PLATFORM = sky130hd
export DESIGN_NAME = reg_file
export DESIGN_NICKNAME = reg_file
export VERILOG_FILES = /design/flow/design.v
export SDC_FILE = /design/flow/constraint.sdc
export NUM_CORES = 4
export LEC_CHECK = 1
export CORE_UTILIZATION = 30
==> design/flow/constraint.sdc <==
current_design reg_file

set clk_period 11.5
set clk_io_pct 0.2

create_clock -name clk0 -period $clk_period [get_ports {clk}]

set non_clock_inputs [all_inputs -no_clocks]
set_input_delay [expr $clk_period * $clk_io_pct] -clock clk0 $non_clock_inputs
set_output_delay [expr $clk_period * $clk_io_pct] -clock clk0 [all_outputs]
==> impl_metrics.py <==
# Auto-generated metrics
metrics = {
    "run_status": {
        "status": "finished clean",
    },
    "clock_tree": {
        "cts_tree": "yes",
        "cts_resized": 0,
        "htreeDepth": 3,
        "clock_sinks": 1024,
        "cts_setup_buffers": 0,
        "clk_pin_slew_ns": 0.06,
        "clk_path_buf_depth": 3,
        "cts-root-buf": "clkbuf_16",
        "ctsHoldBuffers": 0,
        "cts_buffers": 108,
    },
    "timing": {
        "setup_viol_count_final": 0,
        "holdWs_ns": 2.50,
        "worst_slew_pin_slew_ns": 1.06,
        "rsz0062_at_grt": "false",
        "finalCriticalPeriod_ns": 8.39,
        "final.setup.worst_slack_ns": 3.11,
        "finalMaxSlewViolations": 0,
        "hold_violations": 0,
        "setup-tns-final_ns": 0,
        "max_freq_ghz": 0.119,
        "finalCritPeriodShare_pct": 73.0,
        "slew_headroom_pct": 29.3,
    },
    "setup_path": {
        "cp-end-kind": "primary output",
        "crit_buf_inv": 4,
        "cp_max_fo": 33,
        "cpMaxStageDelayCell": "clkdlybuf4s50_1",
        "critPathMaxStageDelay_ns": 0.58,
        "crit_chain": "clkdlybuf4s50_1, nor2_4, buf_4, buf_4, a22o_1, nor3_1, a31oi_1, nand3_1, clkdlybuf4s50_1",
        "cp_data_arrival_time_ns": 6.09,
        "cp.required_ns": 9.20,
        "critPathTopFamily": "buffers and inverters",
        "critPathLaunchType": "input port",
        "worstSetupPathType": "in2out",
        "cp.depth": 9,
    },
    "synth": {
        "syn_area_um2": 56500,
        "yosysSeqAreaShare_pct": 54.5,
        "synth-xor-area-share_pct": 0,
        "ys_sh_mux_pct": 18.2,
        "syn_inst": 4640,
        "ys_sh_simple_pct": 16.1,
        "topCombFamilyByArea": "multiplexers",
        "yosysWarnings": 1,
        "ys_sh_aoi_pct": 6.95,
        "top_area_share_pct": 54.5,
        "ys_cells": 4640,
        "yosysTopAreaCell": "edfxtp_1",
        "yosys_area_um2": 56500,
        "ys.flops": 1024,
        "area_leaders": "edfxtp_1 (54%), mux2i_1 (18%), and2_1 (11%), a22oi_1 (2.6%), a22o_1 (2.0%)",
        "synth_cell_types": 31,
        "syn_avg_cell_area_um2": 12.2,
        "adder_share_pct": 0,
    },
    "floorplan": {
        "coreArea_um2": 186000,
        "num_rows": 158,
        "fp_util_pct": 30.3,
        "ioPinCount": 114,
        "die_h_um": 436,
        "die_x_um": 436,
        "dieArea_um2": 190000,
    },
    "pwr": {
        "power_density_nw_per_um2": 143,
        "total_power_mw": 9.08,
        "ir_drop_v": 0.000123,
        "leakage_nw": 24.2,
    },
    "placed_design": {
        "port_buffers": 113,
        "gp_congestion": 0.891,
        "dp_hpwl_mm": 115,
        "pre_cts_ws_ns": 3.17,
    },
    "drt": {
        "dr.pass1.iters": 7,
        "drt_wl_total_mm": 204,
        "ant_nets": 0,
        "viasPerCell": 5.33,
        "drt_iter0_drc": 2551,
        "vias": 38111,
        "avgRoutedWirePerCell_um": 28.5,
        "drt_drc_violations_left": 0,
    },
    "final_layout": {
        "top_regs": "register (1024)",
        "largest_reg_flops": 1024,
        "areaGrowthSynthToFinish_pct": 12.2,
        "layout-drive-gt1-share_pct": 8.44,
        "regMostFlops": "register",
    },
    "run": {
        "drv_cap": 0,
        "tool_warnings": 26,
    },
    "min_path": {
        "min_path_cells": 3,
        "hp-class": "in2reg",
    },
    "grt": {
        "grt_max_degree": 87,
        "gr-usage-all-layers_pct": 22.2,
        "antenna_found_initial": 15,
        "grt_pass1_vias": 39038,
        "grt_first_pass_wirelength_mm": 286,
        "gr-total-overflow": 0,
    },
}
[final timing paths]
kind	start	to
max	rs1[0]	rd1[10]
min	wd3[2]	register[10][2]
[cell families after synthesis]
family	after synthesis
flip-flops	1024
multiplexers	1024
AND-OR/OR-AND	576
AND/OR/NAND/NOR	1568
buffers and inverters	448
[Yosys cell counts]
cell	number
or2_2	34
clkbuf_4	4
mux2i_1	1024
edfxtp_1	1024
or3_1	1
nand3_4	1
nor2_8	4
and2_1	1026
nand3b_1	3
nand2_2	1
nand2b_1	5
nand2_1	195
a22o_1	128
nand3b_4	1
buf_4	76
nand3_1	193
a31oi_1	64
buf_6	43
a21oi_1	192
nor2_1	22
a22oi_1	192
or3_4	1
buf_1	19
and2b_1	1
nor2_4	10
clkbuf_1	189
or3b_4	2
nor3_1	64
clkbuf_2	66
buf_2	51
nor2b_1	4
[cell usage in the layout (no fill, tap or decap), drive strengths merged]
cell type / n
nand3: 194
or2: 34
or3: 2
nor2b: 4
or3b: 2
clkinvlp: 5
a22o: 128
clkdlybuf4s50: 111
nor2: 36
edfxtp: 1024
clkbuf: 135
inv: 3
nor3: 64
buf: 158
a22oi: 192
nand2b: 5
diode: 11
bufinv: 14
mux2i: 1024
nand3b: 4
a21oi: 192
nand2: 196
and2b: 1
a31oi: 64
clkinv: 41
and2: 1026
[report_power, final]
group / leakage, nW / switching (mW) / internal, mW
sequential: 9.74 / 0.0951 / 4.31
clock: 1.71 / 1.51 / 2.06
combinational: 12.7 / 0.711 / 0.391
total: 24.2 / 2.32 / 6.76
[area by class of cell]
class	instances	area, um^2
diodes	11	27.5
clock buffers	135	2850
clock inverters	63	686
fillers	17837	123000
multi-input cells	3168	23500
flip-flops and latches	1024	30700
well taps	2480	3100
repair buffers	269	2450
[layer usage]
layer | vias up | wire [um] | track usage [%]
met5 | - | 292 | 0.832
met2 | 2129 | 96200 | 34.8
met4 | 18 | 11900 | 10.7
met3 | 588 | 25500 | 11.5
li1 | 16840 | - | -
met1 | 18536 | 70100 | 25.0
[metrics by stage]
stage,instances,util (%),area [um^2]
2_1_floorplan,4640,-,56500
3_3_place_gp,6941,32.1,59800
5_1_grt,7142,34.0,63300
4_1_cts,7139,34.0,63300
3_5_place_dp,6941,32.1,59800
6_report,7150,34.0,63300
No activity file was given, so power comes from the tool's default toggle rates.
